**./config.mk**
```make
export PLATFORM = sky130hd
export DESIGN_NAME = sum_stationary
export DESIGN_NICKNAME = sum_stationary
export VERILOG_FILES = /design/flow/design.v
export SDC_FILE = /design/flow/constraint.sdc
export NUM_CORES = 4
export LEC_CHECK = 1
export CORE_UTILIZATION = 40
export SYNTH_HDL_FRONTEND = slang
```
**./constraint.sdc**
```tcl
current_design sum_stationary

set clk_period 88.1
set clk_io_pct 0.2

create_clock -name clk0 -period $clk_period [get_ports {clk}]

set non_clock_inputs [all_inputs -no_clocks]
set_input_delay [expr $clk_period * $clk_io_pct] -clock clk0 $non_clock_inputs
set_output_delay [expr $clk_period * $clk_io_pct] -clock clk0 [all_outputs]
```
**./design.v**
```verilog
module sum_stationary #(
  parameter int DATA_WIDTH = 8,    
  parameter int N = 4,             
  parameter int C_DATA_WIDTH = (2 * DATA_WIDTH) + $clog2(N),   
  parameter int COUNTER_BITS = 16  
) (
  input                           clk,             
  input                           reset,           
  input                           a_input_valid,     
  input                           b_input_valid,     
  input                           output_ready,    
  output                          input_ready,     
  output logic                    output_valid,    
  input logic                     output_by_row,   
  input        [COUNTER_BITS-1:0] len_input,       
  input        [DATA_WIDTH-1:0]   a_data[N-1:0],   
  input        [DATA_WIDTH-1:0]   b_data[N-1:0],   
  output logic [C_DATA_WIDTH-1:0] c_data_streaming[N]     
);
  logic [COUNTER_BITS-1:0] counter;   
  logic is_first_input;   
  assign result_valid = counter == 0;   
  logic enable;
  always_ff @(posedge clk) begin
    if (reset || (result_valid && !output_valid)) begin
      counter <= 3 * N - 1;   
      is_first_input <= 1;
    end else if (enable && is_first_input) begin   
      counter <= 2*N-1 + len_input-1;   
      is_first_input <= 0;
    end else if (enable) begin   
      counter <= counter - 1;
    end
  end
  assign enable = ((a_input_valid && b_input_valid) || (counter <= 2 * N - 1)) && !result_valid;   
  assign input_ready = (counter > 2 * N - 1) && (a_input_valid && b_input_valid);  
  logic [DATA_WIDTH-1:0] north_inputs [N-1:0];   
  logic [DATA_WIDTH-1:0] west_inputs [N-1:0];   
  input_delay_register #(
    .DATA_WIDTH(DATA_WIDTH),
    .N(N)
  ) west_delay_register (
    .clk(clk),
    .reset(reset || (result_valid && !output_valid)),
    .input_valid(a_input_valid),   
    .enable(enable),
    .data_i(a_data[N-1:0]),
    .data_o(west_inputs[N-1:0])
  );
  input_delay_register #(
    .DATA_WIDTH(DATA_WIDTH),
    .N(N)
  ) north_delay_register(
    .clk(clk),
    .reset(reset || (result_valid && !output_valid)),
    .input_valid(b_input_valid),
    .enable(enable),
    .data_i(b_data[N-1:0]),
    .data_o(north_inputs[N-1:0])
  );
  logic [DATA_WIDTH-1:0] horizontal_interconnect[N:0][N:1];  
  logic [DATA_WIDTH-1:0] vertical_interconnect[N:1][N:0];  
  logic [C_DATA_WIDTH-1:0] c_data[N-1:0][N-1:0];  
  generate
    genvar i, j;
    for (i = 0; i < N; i++) begin : row
      for (j = 0; j < N; j++) begin : col
        processing_unit #(
          .DATA_WIDTH(DATA_WIDTH),
          .N(N)
        ) u_processing_unit (
          .clk(clk),
          .enable(enable),
          .reset(reset || (result_valid && !output_valid)),
          .west_i((j == 0) ? west_inputs[i] : horizontal_interconnect[i][j]),
          .north_i((i == 0) ? north_inputs[j] : vertical_interconnect[i][j]),
          .south_o(vertical_interconnect[i+1][j]),
          .east_o(horizontal_interconnect[i][j+1]),
          .result_o(c_data[i][j])
        );
      end
    end
  endgenerate
  output_streaming_registers #(
    .C_DATA_WIDTH(C_DATA_WIDTH),
    .N(N)
  ) u_output_streaming_registers (
    .clk(clk),
    .reset(reset),
    .result_valid(result_valid),   
    .output_by_row(output_by_row),  
    .output_ready(output_ready),   
    .output_valid(output_valid),   
    .c_data(c_data),   
    .output_data(c_data_streaming)
  );
endmodule
module processing_unit #(
  parameter int DATA_WIDTH = 8,
  parameter int N = 4,
  parameter int C_DATA_WIDTH = (2 * DATA_WIDTH) + $clog2(N),
  parameter int PRODUCT_WIDTH = (2 * DATA_WIDTH)
) (
  input                           clk,       
  input                           enable,    
  input                           reset,     
  input        [DATA_WIDTH-1:0]   west_i,    
  input        [DATA_WIDTH-1:0]   north_i,   
  output       [DATA_WIDTH-1:0]   south_o,   
  output       [DATA_WIDTH-1:0]   east_o,    
  output logic [C_DATA_WIDTH-1:0] result_o   
);
  logic [C_DATA_WIDTH-1:0] result_calc;
  logic [C_DATA_WIDTH-1:0] result_reg;
  logic [PRODUCT_WIDTH-1:0] product_calc;
  logic [PRODUCT_WIDTH-1:0] product_reg;
  logic product_calculated;
  assign result_calc = product_reg + result_reg;
  assign product_calc = north_i * west_i;
  assign result_o = result_reg;
  logic [DATA_WIDTH-1:0] north_i_reg;
  logic [DATA_WIDTH-1:0] west_i_reg;
  assign south_o = north_i_reg;
  assign east_o = west_i_reg;
  always_ff @(posedge clk) begin
    if (reset) begin
      north_i_reg <= '0;
      west_i_reg <= '0;
      result_reg <= '0;
      product_reg <= '0;
      product_calculated <= '0;
    end else begin
      if (enable) begin
        product_reg <= product_calc;
        product_calculated <= '1;
        north_i_reg <= north_i;
        west_i_reg <= west_i;
      end else begin
        product_calculated <= '0;
      end
      if (product_calculated) begin
        result_reg <= result_calc;
      end
    end
  end
endmodule
module input_delay_register #(
  parameter int DATA_WIDTH = 8,    
  parameter int N = 4              
) (
  input                           clk,             
  input                           reset,           
  input                           input_valid,     
  input                           enable,          
  input        [DATA_WIDTH-1:0]   data_i[N-1:0],   
  output logic [DATA_WIDTH-1:0]   data_o[N-1:0]    
);
  assign data_o[0] = input_valid ? data_i[0] : '0;
  logic [DATA_WIDTH-1:0] shift_reg [N-1:1][N-2:0];  
  generate
    genvar i;
    for (i = 1; i < N; i++) begin : shift_reg_gen
      logic [DATA_WIDTH-1:0] shift_reg_i [i-1:0];  
      always_ff @(posedge clk) begin
        if (reset) begin
          for (int j = 0; j < i; j++) begin
            shift_reg_i[j] <= {DATA_WIDTH{1'b0}};
          end
        end else if (enable) begin
          for (int j = i-1; j > 0; j--) begin
            shift_reg_i[j] <= shift_reg_i[j-1];
          end
          shift_reg_i[0] <= input_valid ? data_i[i] : '0;  
        end
      end
      assign shift_reg[i][i-1:0] = shift_reg_i;  
      assign data_o[i] = shift_reg_i[i-1];  
    end
  endgenerate
endmodule
module output_streaming_registers #(
  parameter int N = 4,  
  parameter int C_DATA_WIDTH = 18
) (
  input                           clk, 
  input                           reset,
  input                           result_valid,    
  input                           output_by_row,   
  input                           output_ready,    
  output logic                    output_valid,    
  input        [C_DATA_WIDTH-1:0] c_data[N-1:0][N-1:0],    
  output logic [C_DATA_WIDTH-1:0] output_data[N]   
);
  logic [$clog2(N+1)-1:0] counter;   
  always_ff @(posedge clk) begin
    if (reset) begin
      counter <= 0;   
    end else if (result_valid && !output_valid) begin   
      counter <= N;
    end else if (output_valid && output_ready) begin   
      counter <= counter - 1; 
    end
  end
  assign output_valid = counter != 0;   
  logic output_by_row_register;
  logic output_by_row_wire;
  assign output_by_row_wire = counter == N ? output_by_row : output_by_row_register;   
  always_ff @(posedge clk) begin
    if (reset) begin
      output_by_row_register <= 0;
    end else if (output_valid && output_ready && counter == N) begin   
      output_by_row_register <= output_by_row;
    end
  end
  logic [C_DATA_WIDTH-1:0] output_registers [N][N];  
  generate
    genvar i, j;
    for (i = 0; i < N; i++) begin : output_buffer_i
      for (j = 0; j < N; j++) begin : output_buffer_j
        always_ff @(posedge clk) begin
          if (reset) begin
            output_registers[i][j] <= 0;
          end else if (result_valid && !output_valid) begin
            output_registers[i][j] <= c_data[i][j];
          end else if (output_valid && output_ready) begin
            output_registers[i][j] <= output_by_row_wire ? (i < N-1 ? output_registers[i+1][j] : 0) : (j < N-1 ? output_registers[i][j+1] : 0);
          end
        end
      end
    end
  endgenerate
  always_comb begin
    if (output_by_row_wire) begin
      for (int j = 0; j < N; j++) begin
        output_data[j] = output_registers[0][j];
      end
    end else begin
      for (int i = 0; i < N; i++) begin
        output_data[i] = output_registers[i][0];
      end
    end
  end
endmodule
```
**./run.sh**
```bash
#!/bin/bash
# OpenROAD 26Q1-2900-gdf79404cd8, Yosys 0.63+post, stock flow scripts
make -C /OpenROAD-flow-scripts/flow DESIGN_CONFIG=/design/flow/config.mk WORK_HOME=/design/flow/orfs finish
```
==> ci_impl_report.md <==
## Synthesis and layout report

| Metric | Value |
|---|---|
| Critical path type | `in -> out` |
| YS chip area | `87900 sq um` |
| CP arrival | `19.65 ns` |
| Mean Syn Cell Area | `8.76 sq um` |
| Row count | `171` |
| DR iter-0 viols | `3815` |
| Synth logic family | `adder cells` |
| Vias in the first global route | `66800` |
| Core box area | `218000 sq um` |
| Tool warning count | `30` |
| Die width | `471 um` |
| Fa+ha+maj area frac | `0.254` |
| Hold Vio Cnt, Final | `0` |
| Lkg Pwr | `44.0 nW` |
| Largest area contributor in the netlist | `dfxtp_1` |
| Post-synth mux share | `0.0357` |
| Clk sinks | `1142` |
| FP Util | `0.404` |
| Drt drc | `0` |
| Wirelength per Cell | `19.4 um` |
| Combinational Area | `56800 sq um` |
| Total negative slack | `0 ns` |
| Number of enable flip-flop cells | `288` |
| Final Skew | `0.0458 ns` |
| Post_cts resized | `0` |
| Measured slew at the worst slew-check pin | `0.896 ns` |
| Max transition margin | `0.403` |
| Routed Antenna Nets | `0` |
| Peak VDD IR | `0.0178 mV` |
| Insertion delay at the late pin of the worst-skew pair | `0.80 ns` |
| Simple share | `0.186` |
| I/O pin count | `160` |
| Num CTS Buffers | `139` |
| Final Setup Violations | `0` |
| Data required, critical path | `70.48 ns` |
| Tot Pwr | `1.45 mW` |
| Setup bufs post-CTS | `0` |
| Worst-path clk slew | `0.08 ns` |
| Unique cell types | `71` |
| FMAX | `0.0268 GHz` |
| Reg-to-reg slack, setup | `82.19 ns` |
| Status | `complete, no violations` |
| Gr usage total | `0.236` |
| CP Launch Type | `primary input` |
| Register area | `25700 sq um` |
| DR vias | `68100` |
| Post-Synth XOR/XNOR Area | `0.0337` |
| Die height | `471 um` |
| Top cell area share | `0.194` |
| Total Routed Length | `250000 um` |
| Clock buffer depth | `3` |
| Post-Syn Instances | `10000` |
| Final period util | `0.423` |
| # hold bufs at CTS | `0` |
| Sequential area share after synthesis | `0.293` |
| Worst min path class | `reg -> reg` |
| Async set or reset register ratio after synthesis | `0` |
| Number of cells in Yosys stat | `10000` |
| Gr ovfl total | `0` |
| Ys flops | `1142` |
| Ys flop type | `dfxtp_1` |
| CTS tree | `yes` |
| Root buffer cell | `clkbuf_16` |
| Via-to-Cell Ratio | `5.27` |
| Port buffer count | `159` |
| Yosys warns | `0` |
| Highest net fanout along the worst path | `72` |
| Layout filler cell count | `20500` |
| First-pass GRT wire length | `392000 um` |
| AO/OA Area Share | `0.136` |
| Most frequent cells after synthesis | `1543 x nand2_1, 885 x inv_1, 854 x dfxtp_1, 841 x and2_1, 837 x ha_1` |
| Power density cells | `15.0 nW/um^2` |
| Area growth syn-to-layout | `9.77%` |
| GPL Wtd Cong | `0.946` |
| Post-Syn Area | `87900 sq um` |
| Pin count of the biggest net entering global routing | `147` |
| DR pass1 iterations | `6` |
| Max-Cap Viols | `0` |
| Tmin final | `37.27 ns` |
| RSZ-0062 raised after global routing | `no` |
| Die Area | `222000 sq um` |
| Top area cell types | `dfxtp_1 19%, fa_1 13%, ha_1 12%, edfxtp_1 9.8%, nand2_1 6.6%` |
| Layout cells sized above 1 | `0.0337` |
| Antenna violations before repair | `5` |
| Max Slew Vio Count | `0` |
| Htree depth | `4` |
| Count leader, synth | `nand2_1` |
| Detailed placer's ending HPWL | `191000 um` |
| Critical Path Sink Type | `output pin` |
==> per-stage QoR <==
step                      cell area [sq um]  worst slack (ns)  hold slack (ns)  utilization  instances
after global routing                  96500             50.63            0.457        0.443      12900
after floorplan                       87900             51.75            0.426            -      10000
after CTS                             96500             50.82            0.439        0.443      12900
after global placement                91700             50.88            0.440        0.421      12700
final                                 96500             50.83            0.445        0.443      12900
after detailed placement              91700             50.83            0.444        0.421      12700
==> routing by layer <==
layer | GRT usage | wire length [um]
met4 | 0.0462 | 5640
met5 | 0.00887 | 287
met3 | 0.0936 | 24500
met2 | 0.347 | 109000
met1 | 0.339 | 111000
==> report_power, final <==
part	switching, mW	total [mW]	leakage (nW)	internal (mW)
combinational	0.128	0.199	31.7	0.0710
sequential	0.0530	0.649	9.93	0.596
clock	0.240	0.604	2.34	0.364
==> cell usage in the layout, fill, tap and decap left out, types with 55 or more instances in the layout <==
master and n:
nand2_1 1541, inv_1 884, dfxtp_1 853, and2_1 841, ha_1 837, a21oi_1 800
fa_1 592, nor2_1 519, o21ai_0 398, mux2i_1 298, edfxtp_1 288, a21o_1 174
xor2_1 170, xnor2_1 168, clkdlybuf4s50_1 157, nand3_1 154, clkbuf_16 142, a22o_1 112
nor3_1 109, nor2b_1 87, a211oi_1 82, buf_4 80, o21a_1 74, a31oi_1 55
==> cells by family after synthesis <==
kind of cell / after synthesis
muxes: 312
DFF: 1142
AOI/OAI and AO/OA: 1979
and+or+nand+nor: 3477
xor gates and xnor gates: 338
buffers and inverters: 1364
adders and majority gates: 1429
==> final cells by class <==
type                            count  area share
Timing Repair Buffer              241      0.0230
Clock buffer                      195      0.0408
Antenna cell                        4    0.000104
Multi-Input combinational cell   7535       0.589
Clock inverter                     60     0.00894
Sequential cell                  1142       0.267
Inverter                          885      0.0344
Tap cell                         2854      0.0370
==> critical path, stage by stage <==
cell	delay [ns]
clkdlybuf4s50_1	0.50
mux2i_4	0.16
buf_4	0.64
nand2_1	0.12
nand2_1	0.10
clkdlybuf4s50_1	0.48
==> final timing paths <==
kind / to / cells past startpoint / from
worst min register to register: west_delay_register.shift_reg[59] / 2 / west_delay_register.shift_reg[51]
worst max-delay path: c_data_streaming[4] / 6 / output_by_row
worst max register to register: flip-flop / 12 / counter[0]
worst min-delay path: west_delay_register.shift_reg[59] / 2 / west_delay_register.shift_reg[51]
Power and IR drop assume default switching activity.
