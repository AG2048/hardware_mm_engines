==> design.v <==
`timescale 1ns/1ps
module hard_coded #(
  parameter int DATA_WIDTH = 8,   
  parameter int A_ROWS = 4,
  parameter int B_COLUMNS = 4,
  parameter int A_COLUMNS_B_ROWS = 4,   
  parameter int C_DATA_WIDTH = (2 * DATA_WIDTH) + $clog2(A_COLUMNS_B_ROWS)
) (
  input                           clk, 
  input                           reset_i,
  input                           valid_i,
  output logic                    valid_o,
  input        [DATA_WIDTH-1:0]   a_i[A_ROWS * A_COLUMNS_B_ROWS],
  input        [DATA_WIDTH-1:0]   b_i[A_COLUMNS_B_ROWS * B_COLUMNS],
  output logic [C_DATA_WIDTH-1:0] c_o[A_ROWS * B_COLUMNS]
);
  logic [C_DATA_WIDTH-1:0] c_calc[A_ROWS * B_COLUMNS];
  always @(*) begin : multiply
    logic [C_DATA_WIDTH-1:0] c_element;
    for (int i = 0; i < A_ROWS; i = i + 1) begin : C_ROWS
      for (int j = 0; j < B_COLUMNS; j = j + 1) begin : C_COLUMNS
        c_element = 0;
        for (int k = 0; k < A_COLUMNS_B_ROWS; k = k + 1) begin : DOT_PRODUCT
          c_element = c_element + (a_i[(i * A_COLUMNS_B_ROWS) + k] * b_i[(k * B_COLUMNS) + j]);
        end
        c_calc[(i * B_COLUMNS) + j] = c_element;
      end
    end
  end
  always @(posedge clk) begin : proc_reg
    if (reset_i) begin
      valid_o <= 1'b0;
      for (int idx = 0; idx < (A_ROWS * B_COLUMNS); idx++) begin
        c_o[idx] <= '0;
      end
    end else begin
      valid_o <= valid_i;   
      for (int idx = 0; idx < (A_ROWS * B_COLUMNS); idx++) begin
        c_o[idx] <= c_calc[idx];
      end
    end
  end
endmodule
==> run.sh <==
#!/bin/bash
# OpenROAD 26Q1-2900-gdf79404cd8, Yosys 0.63+post, stock flow scripts
make -C /OpenROAD-flow-scripts/flow DESIGN_CONFIG=/design/flow/config.mk WORK_HOME=/design/flow/orfs finish
==> config.mk <==
export PLATFORM = sky130hd
export DESIGN_NAME = hard_coded
export DESIGN_NICKNAME = hard_coded
export VERILOG_FILES = /design/flow/design.v
export SDC_FILE = /design/flow/constraint.sdc
export NUM_CORES = 4
export LEC_CHECK = 1
export CORE_UTILIZATION = 40
export SYNTH_HDL_FRONTEND = slang
==> constraint.sdc <==
current_design hard_coded

set clk_period 10.4
set clk_io_pct 0.2

create_clock -name clk0 -period $clk_period [get_ports {clk}]

set non_clock_inputs [all_inputs -no_clocks]
set_input_delay [expr $clk_period * $clk_io_pct] -clock clk0 $non_clock_inputs
set_output_delay [expr $clk_period * $clk_io_pct] -clock clk0 [all_outputs]
==> impl_metrics.csv <==
group,metric,value,unit
cells_and_area,fin_util,43.88,%
yosys,top_cell_area_share,46.18,%
drt,wl_per_cell,23.59,um
drt,drc,0,
critical_path,cp_top_family,"adder cells",
global_routing,grt_pass1_wl,793.0,mm
min_path,hold_path_startpoint,"reset_i",
critical_path,worstSetupEndpointType,"flop",
clock_network,cts_made_buffers,44,
cells_and_area,final_cells,22680,
sta,holdWs,1719,ps
cells_and_area,fillCellCount,38010,
critical_path,crit_cells,21,
status,status,"finished clean",
yosys,ys_async_sr_fraction,0,%
global_routing,antenna_found_initial,137,
global_routing,track_usage,30.14,%
yosys,ys.flops,289,
critical_path,critPathBufInv,5,
sta,period_needed,9491,ps
place,placed_cells,22460,
drt,met3_length,74.56,mm
drt,drt-met1-wl,179.7,mm
sta,fin_crit_sh,91.26,%
sta,maxSlewHeadroom,22.84,%
drt,drt_iter0_drc,4342,
critical_path,crit_top_cell,"fa_1",
run,drv_cap,0,
sta,fmax,0.1054,GHz
yosys,yosys-top-cells-area,"fa_1, ha_1, inv_1",
global_routing,grt_max_degree,68,
sta,final.setup.worst_slack,908.6,ps
sta,setup_viol,0,
sta,worstMarginPinSlew,1157,ps
place,io_buffers,547,
yosys,synth-edff-count,0,
clock_network,clockBufferDepth,3,
critical_path,worstSetupStartpointType,"input port",
global_routing,grt_overflow,0,
drt,drtPass1Iterations,6,
sta,hold_viol_final,0,
min_path,hold_path.class,"input port to flop",
yosys,synth_cell_types,65,
yosys,yosys_warnings,0,
die,dieHeight,625.2,um
yosys,synth_cells,17110,
place,place_ws,386.6,ps
yosys,netlist.top_cell.by_area,"fa_1",
critical_path,required,11030,ps
cells_and_area,drive_above_1_share,3.927,%
clock_network,cts_max_level,2,
global_routing,grt_pass1_vias,119900,
clock_network,cts_resized,0,
die,fp.dieW,625.2,um
yosys,ys.flop_type,"dfxtp_1",
clock_network,cts-root-buf,"clkbuf_16",
die,ios,548,
die,die-area,390900,um^2
cells_and_area,regArea,5786,um^2
cells_and_area,mi_logic_area,128300,um^2
critical_path,startpoint,"a_i[98]",
run,warnings,103,
yosys,synth.avg_cell_area,9.080,um^2
clock_network,numClockSinks,289,
drt,wl,534.9,mm
die,fp-row-count,228,
drt,wl_met2,247.7,mm
critical_path,slowest_delay,910,ps
die,initCoreUtil,40.22,%
drt,via_count,109700,
sta,finalMaxSlewViolations,0,
die,fp.coreArea,386300,um^2
yosys,synth.cell_area,155400,um^2
cells_and_area,area_delta_synth_final,9.084,%
critical_path,critPathKind,"input port to flop",
clock_network,cts_hold_buffers,0,
drt,viasPerCell,4.839,
drt,drtAntennaViolNets,0,
yosys,yosys_area,155400,um^2
sta,rsz0062_at_grt,"false",
clock_network,cts_tree,"yes",
critical_path,cpMaxStageDelayCell,"clkdlybuf4s50_1",
clock_network,postCtsSetupRepairBufs,0,
critical_path,crit_end,"c_o[250]",
critical_path,crit_arrival,10120,ps
sta,fin_tns_setup,0,ps
yosys,ys_cells,17110,
drt,top_layer,"met5",
yosys,synth_seq_share,3.724,%
critical_path,crit_path_cell_trace,"clkdlybuf4s50_1, buf_4, and2_1, fa_1, inv_1, fa_1, fa_1, fa_1, inv_1, fa_1, fa_1, fa_1, fa_1, ha_1, a21oi_1, o211ai_1, a31oi_1, buf_4, o21ai_0, o41ai_1, mux2_2",
clock_network,cts.clk_slew.worst_paths,60,ps
place,dpl.hpwl,451.9,mm
place,gp_congestion,1.021,
critical_path,crit_fanout,11,
==> sequential cells by signal (all words and copies together) (netlist names) <==
| register | flops |
|---|---|
| valid_o | 1 |
| c_o | 288 |
==> kinds of logic (layout without fill, tap and decap cells) <==
kind of cell               Yosys count  after routing  share of synthesized area, %
buffers and inverters             5684           5938                         13.73
DFF                                289            289                         3.724
AOI/OAI and AO/OA                  548            548                         2.292
xor gates and xnor gates           160            160                        0.9020
muxes                               23             23                        0.1651
and+or+nand+nor                   4759           4759                         16.38
other                                0            137                             0
adders and majority gates         5648           5648                         62.80
==> cell type report <==
type	count	share of cell area, %
Antenna cell	137	0.2023
Multi-Input combinational cell	11140	75.68
Inverter	4872	10.79
Timing Repair Buffer	988	5.203
Sequential cell	289	3.414
Clock buffer	55	0.6858
Tap cell	5175	3.821
Clock inverter	23	0.2008
==> worst min path at each step <==
stage	endpoint	depth (start not counted)
global route	c_o[40]	2
finish	c_o[40]	2
CTS	c_o[40]	2
==> layer usage <==
metal,vias to the layer above,GRT usage (%)
met5,-,0.4322
met2,3677,45.73
met1,55680,34.69
met4,82,14.34
li1,49380,-
met3,912,17.15
==> placed cells by master (no fill, tap or decap), drive strengths merged, types with 20 or more instances in the layout <==
cell type | synthesis | layout
a211oi | 57 | 57
a21o | 54 | 54
a21oi | 123 | 123
a31oi | 24 | 24
and2 | 2757 | 2757
and3 | 20 | 20
buf | 11 | 573
clkbuf | 801 | 56
clkdlybuf4s50 | 0 | 414
dfxtp | 289 | 289
diode | 0 | 137
fa | 3584 | 3584
ha | 2064 | 2064
inv | 4872 | 4876
mux2 | 21 | 21
nand2 | 1447 | 1447
nand2b | 20 | 20
nand3 | 39 | 39
nor2 | 246 | 246
nor2b | 128 | 128
nor3 | 59 | 59
o21a | 45 | 45
o21ai | 130 | 130
xnor2 | 110 | 110
xor2 | 50 | 50
==> Yosys cell counts, types with 45 or more instances <==
library cell / count
inv_1: 4872
fa_1: 3584
and2_1: 2756
ha_1: 2064
nand2_1: 1447
clkbuf_1: 801
dfxtp_1: 289
nor2_1: 246
o21ai_0: 129
nor2b_1: 127
a21oi_1: 123
xnor2_1: 110
nor3_1: 59
a211oi_1: 57
a21o_1: 54
xor2_1: 50
o21a_1: 45
==> per-stage QoR <==
stage,cell area [um^2]
6_report,169500
2_1_floorplan,155400
5_1_grt,169300
3_3_place_gp,167600
4_1_cts,169100
3_5_place_dp,167600
